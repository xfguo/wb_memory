==> config.mk <==
export PLATFORM = sky130hd
export DESIGN_NAME = ram_wb
export DESIGN_NICKNAME = ram_wb
export VERILOG_FILES = /design/flow/design.v
export SDC_FILE = /design/flow/constraint.sdc
export NUM_CORES = 4
export LEC_CHECK = 1
export CORE_UTILIZATION = 30
export SYNTH_MEMORY_MAX_BITS = 65536
==> constraint.sdc <==
current_design ram_wb

set clk_period 663.5
set clk_io_pct 0.2

create_clock -name clk0 -period $clk_period [get_ports {wb_clk_i}]

set non_clock_inputs [all_inputs -no_clocks]
set_input_delay [expr $clk_period * $clk_io_pct] -clock clk0 $non_clock_inputs
set_output_delay [expr $clk_period * $clk_io_pct] -clock clk0 [all_outputs]
==> design.v <==
module ram_wb
  (
   wbm0_adr_i, wbm0_bte_i, wbm0_cti_i, wbm0_cyc_i, wbm0_dat_i, wbm0_sel_i, 
   wbm0_stb_i, wbm0_we_i,
   wbm0_ack_o, wbm0_err_o, wbm0_rty_o, wbm0_dat_o,
   wbm1_adr_i, wbm1_bte_i, wbm1_cti_i, wbm1_cyc_i, wbm1_dat_i, wbm1_sel_i, 
   wbm1_stb_i, wbm1_we_i,
   wbm1_ack_o, wbm1_err_o, wbm1_rty_o, wbm1_dat_o,
   wbm2_adr_i, wbm2_bte_i, wbm2_cti_i, wbm2_cyc_i, wbm2_dat_i, wbm2_sel_i, 
   wbm2_stb_i, wbm2_we_i,
   wbm2_ack_o, wbm2_err_o, wbm2_rty_o, wbm2_dat_o,
   wb_clk_i, wb_rst_i
   );
   parameter dw = 32;
   parameter aw = 32;
   parameter mem_size_bytes = 32'h0000_0400;  
   parameter mem_adr_width = 10;  
   input [aw-1:0]	wbm0_adr_i;
   input [1:0] 		wbm0_bte_i;
   input [2:0] 		wbm0_cti_i;
   input 		wbm0_cyc_i;
   input [dw-1:0] 	wbm0_dat_i;
   input [3:0] 		wbm0_sel_i;
   input 		wbm0_stb_i;
   input 		wbm0_we_i;
   output 		wbm0_ack_o;
   output 		wbm0_err_o;
   output 		wbm0_rty_o;
   output [dw-1:0] 	wbm0_dat_o;
   input [aw-1:0]	wbm1_adr_i;
   input [1:0] 		wbm1_bte_i;
   input [2:0] 		wbm1_cti_i;
   input 		wbm1_cyc_i;
   input [dw-1:0] 	wbm1_dat_i;
   input [3:0] 		wbm1_sel_i;
   input 		wbm1_stb_i;
   input 		wbm1_we_i;
   output 		wbm1_ack_o;
   output 		wbm1_err_o;
   output 		wbm1_rty_o;
   output [dw-1:0] 	wbm1_dat_o;
   input [aw-1:0]	wbm2_adr_i;
   input [1:0] 		wbm2_bte_i;
   input [2:0] 		wbm2_cti_i;
   input 		wbm2_cyc_i;
   input [dw-1:0] 	wbm2_dat_i;
   input [3:0] 		wbm2_sel_i;
   input 		wbm2_stb_i;
   input 		wbm2_we_i;
   output 		wbm2_ack_o;
   output 		wbm2_err_o;
   output 		wbm2_rty_o;
   output [dw-1:0] 	wbm2_dat_o;
   input 		wb_clk_i;
   input 		wb_rst_i;
   wire [aw-1:0] 	wbs_ram_adr_i;
   wire [1:0] 		wbs_ram_bte_i;
   wire [2:0] 		wbs_ram_cti_i;
   wire 		wbs_ram_cyc_i;
   wire [dw-1:0] 	wbs_ram_dat_i;
   wire [3:0] 		wbs_ram_sel_i;
   wire 		wbs_ram_stb_i;
   wire 		wbs_ram_we_i;
   wire 		wbs_ram_ack_o;
   wire 		wbs_ram_err_o;
   wire 		wbs_ram_rty_o;
   wire [dw-1:0] 	wbs_ram_dat_o;
   reg [2:0] 		input_select, last_selected;
   wire 		arb_for_wbm0, arb_for_wbm1, arb_for_wbm2;
   assign arb_for_wbm0 = (last_selected[1] | last_selected[2] | 
			  !wbm1_cyc_i | !wbm2_cyc_i) & !(|input_select);
   assign arb_for_wbm1 = (last_selected[0] | last_selected[2] | 
			  !wbm0_cyc_i | !wbm2_cyc_i) & !(|input_select);
   assign arb_for_wbm2 = (last_selected[0] | last_selected[1] | 
			  !wbm0_cyc_i | !wbm1_cyc_i) & !(|input_select);
   always @(posedge wb_clk_i)
     if (wb_rst_i)
       input_select <= 0;
     else if ((input_select[0] & !wbm0_cyc_i) | (input_select[1] & !wbm1_cyc_i)
	      | (input_select[2] & !wbm2_cyc_i))
       input_select <= 0;
     else if (!(&input_select) & wbm0_cyc_i & arb_for_wbm0)
       input_select <= 3'b001;
     else if (!(&input_select) & wbm1_cyc_i & arb_for_wbm1)
       input_select <= 3'b010;
     else if (!(&input_select) & wbm2_cyc_i & arb_for_wbm2)
       input_select <= 3'b100;
   always @(posedge wb_clk_i)
     if (wb_rst_i)
       last_selected <= 0;
     else if (!(&input_select) & wbm0_cyc_i & arb_for_wbm0)
       last_selected <= 3'b001;
     else if (!(&input_select) & wbm1_cyc_i & arb_for_wbm1)
       last_selected <= 3'b010;
     else if (!(&input_select) & wbm2_cyc_i & arb_for_wbm2)
       last_selected <= 3'b100;
   assign wbs_ram_adr_i = (input_select[2]) ? wbm2_adr_i : 
			    (input_select[1]) ? wbm1_adr_i : 
			    (input_select[0]) ? wbm0_adr_i : 0;
   assign wbs_ram_bte_i = (input_select[2]) ? wbm2_bte_i : 
			    (input_select[1]) ? wbm1_bte_i : 
			    (input_select[0]) ? wbm0_bte_i : 0;
   assign wbs_ram_cti_i = (input_select[2]) ? wbm2_cti_i : 
			    (input_select[1]) ? wbm1_cti_i : 
			    (input_select[0]) ? wbm0_cti_i : 0;
   assign wbs_ram_cyc_i = (input_select[2]) ? wbm2_cyc_i : 
			    (input_select[1]) ? wbm1_cyc_i : 
			    (input_select[0]) ? wbm0_cyc_i : 0;
   assign wbs_ram_dat_i = (input_select[2]) ? wbm2_dat_i : 
			    (input_select[1]) ? wbm1_dat_i : 
			    (input_select[0]) ? wbm0_dat_i : 0;
   assign wbs_ram_sel_i = (input_select[2]) ? wbm2_sel_i : 
			    (input_select[1]) ? wbm1_sel_i : 
			    (input_select[0]) ? wbm0_sel_i : 0;
   assign wbs_ram_stb_i = (input_select[2]) ? wbm2_stb_i : 
			    (input_select[1]) ? wbm1_stb_i : 
			    (input_select[0]) ? wbm0_stb_i : 0;
   assign wbs_ram_we_i  = (input_select[2]) ? wbm2_we_i  :
			    (input_select[1]) ? wbm1_we_i  : 
			    (input_select[0]) ? wbm0_we_i : 0;
   assign wbm0_dat_o = wbs_ram_dat_o;
   assign wbm0_ack_o = wbs_ram_ack_o & input_select[0];
   assign wbm0_err_o = wbs_ram_err_o & input_select[0];   
   assign wbm0_rty_o = 0;
   assign wbm1_dat_o = wbs_ram_dat_o;
   assign wbm1_ack_o = wbs_ram_ack_o & input_select[1];
   assign wbm1_err_o = wbs_ram_err_o & input_select[1];
   assign wbm1_rty_o = 0;
   assign wbm2_dat_o = wbs_ram_dat_o;
   assign wbm2_ack_o = wbs_ram_ack_o & input_select[2];
   assign wbm2_err_o = wbs_ram_err_o & input_select[2];
   assign wbm2_rty_o = 0;
   ram_wb_b3 ram_wb_b3_0
     (
      .wb_ack_o				(wbs_ram_ack_o),
      .wb_err_o				(wbs_ram_err_o),
      .wb_rty_o				(wbs_ram_rty_o),
      .wb_dat_o				(wbs_ram_dat_o),
      .wb_adr_i				(wbs_ram_adr_i),
      .wb_bte_i				(wbs_ram_bte_i),
      .wb_cti_i				(wbs_ram_cti_i),
      .wb_cyc_i				(wbs_ram_cyc_i),
      .wb_dat_i				(wbs_ram_dat_i),
      .wb_sel_i				(wbs_ram_sel_i),
      .wb_stb_i				(wbs_ram_stb_i),
      .wb_we_i				(wbs_ram_we_i),
      .wb_clk_i				(wb_clk_i),
      .wb_rst_i				(wb_rst_i));
   defparam ram_wb_b3_0.aw = aw;
   defparam ram_wb_b3_0.dw = dw;
   defparam ram_wb_b3_0.mem_size_bytes = mem_size_bytes;
   defparam ram_wb_b3_0.mem_adr_width = mem_adr_width;
endmodule  
module ram_wb_b3(
     wb_adr_i, wb_bte_i, wb_cti_i, wb_cyc_i, wb_dat_i, wb_sel_i,
     wb_stb_i, wb_we_i,
     wb_ack_o, wb_err_o, wb_rty_o, wb_dat_o,
     wb_clk_i, wb_rst_i
);
    parameter dw = 32;
    parameter aw = 32;
    input   [aw-1:0]    wb_adr_i;
    input   [1:0]       wb_bte_i;
    input   [2:0]       wb_cti_i;
    input               wb_cyc_i;
    input   [dw-1:0]    wb_dat_i;
    input   [3:0]       wb_sel_i;
    input               wb_stb_i;
    input               wb_we_i;
    output              wb_ack_o;
    output              wb_err_o;
    output              wb_rty_o;
    output  [dw-1:0]    wb_dat_o;
    input               wb_clk_i;
    input               wb_rst_i;
    parameter mem_size_bytes = 32'h0000_5000;  
    parameter mem_adr_width = 15;  
    parameter bytes_per_dw = (dw/8);
    parameter adr_width_for_num_word_bytes = 2;  
    parameter mem_words = (mem_size_bytes/bytes_per_dw);    
    reg [dw-1:0]        mem [0 : mem_words-1]       ;
    reg [(mem_adr_width-adr_width_for_num_word_bytes)-1:0] 
                        adr;
    reg [(mem_adr_width-adr_width_for_num_word_bytes)-1:0] 
                        adr_r;
    wire [31:0]         wr_data;
    reg  [dw-1:0]       wb_dat_o_r;
    reg                 wb_b3_trans;
    wire                wb_b3_trans_start;
    wire                wb_b3_trans_stop;
    reg [mem_adr_width-adr_width_for_num_word_bytes-1:0]  
                        burst_adr_counter;
    reg [2:0]           wb_cti_i_r;
    reg [1:0]           wb_bte_i_r;
    wire                using_burst_adr;
    wire                burst_access_wrong_wb_adr;
    wire                addr_err;    
    assign wb_b3_trans_start = ((wb_cti_i == 3'b001)|(wb_cti_i == 3'b010)) & 
                                wb_stb_i & !wb_b3_trans;
    assign wb_b3_trans_stop = ((wb_cti_i == 3'b111) & 
                                wb_stb_i & wb_b3_trans & wb_ack_o) | wb_err_o;
    always @(posedge wb_clk_i)
        if (wb_rst_i)
            wb_b3_trans <= 0;
        else if (wb_b3_trans_start)
            wb_b3_trans <= 1;
        else if (wb_b3_trans_stop)
            wb_b3_trans <= 0;
    always @* begin
        if (wb_b3_trans_start)
            burst_adr_counter = wb_adr_i[mem_adr_width-1:2];
        else if ((wb_cti_i_r == 3'b010) & wb_ack_o & wb_b3_trans)
        begin
            burst_adr_counter = 0;
            if (wb_bte_i_r == 2'b00)  
               burst_adr_counter = adr_r + 1;
            if (wb_bte_i_r == 2'b01)  
               burst_adr_counter[1:0] = adr_r[1:0] + 1;
            if (wb_bte_i_r == 2'b10)  
               burst_adr_counter[2:0] = adr_r[2:0] + 1;
            if (wb_bte_i_r == 2'b11)  
               burst_adr_counter[3:0] = adr_r[3:0] + 1;
        end  
    end
    always @(posedge wb_clk_i)
        wb_bte_i_r <= wb_bte_i;
    always @(posedge wb_clk_i)
        wb_cti_i_r <= wb_cti_i;
    assign using_burst_adr = wb_b3_trans;
    assign burst_access_wrong_wb_adr = (using_burst_adr & 
                                       (adr_r != wb_adr_i[mem_adr_width-1:2]));
    always@*
        if (using_burst_adr)
            adr = burst_adr_counter;
        else if (wb_cyc_i & wb_stb_i)
            adr = wb_adr_i[mem_adr_width-1:2];
        else
            adr = adr_r;
    always@(posedge wb_clk_i)
        if(wb_rst_i)
            adr_r <= 0;
        else if (wb_cyc_i & wb_stb_i)
            adr_r <= adr;
        else
            adr_r <= adr_r;
// synthesis translate_off
    integer init_i;
    initial begin
        if ($test$plusargs("ram_wb_init")) begin
            begin
                for (init_i = 0;init_i < mem_words;init_i=init_i+1) begin
                    mem[init_i] = 0;
                end
            end
        end
    end
//synthesis translate_on
    assign wb_rty_o = 0;
    assign wr_data[31:24] = wb_sel_i[3] ? wb_dat_i[31:24] : wb_dat_o[31:24];
    assign wr_data[23:16] = wb_sel_i[2] ? wb_dat_i[23:16] : wb_dat_o[23:16];
    assign wr_data[15: 8] = wb_sel_i[1] ? wb_dat_i[15: 8] : wb_dat_o[15: 8];
    assign wr_data[ 7: 0] = wb_sel_i[0] ? wb_dat_i[ 7: 0] : wb_dat_o[ 7: 0];
    wire ram_we;
    assign ram_we = wb_we_i & wb_ack_o;
    always @ (posedge wb_clk_i) begin
        wb_dat_o_r <= mem[adr];
        if (ram_we)
            mem[adr_r] <= wr_data;
    end
    assign wb_dat_o = wb_dat_o_r;
    reg wb_ack_o_r;
    assign wb_ack_o = wb_ack_o_r & wb_stb_i & 
                      !(burst_access_wrong_wb_adr | addr_err);
    always @ (posedge wb_clk_i)
        if (wb_rst_i)
            wb_ack_o_r <= 1'b0;
        else if (wb_cyc_i)  
            begin
            if (addr_err & wb_stb_i)
                begin
                    wb_ack_o_r <= 1;
                end
            else if (wb_cti_i == 3'b000)
                begin
                    if (wb_stb_i)
                    begin
                        if (!wb_ack_o_r)
                            wb_ack_o_r <= 1;
                        else
                            wb_ack_o_r <= 0;
                    end
                end  
            else if ((wb_cti_i == 3'b001) | (wb_cti_i == 3'b010))
                begin
                    if (wb_stb_i)
                        wb_ack_o_r <= 1;
                    else
                        wb_ack_o_r <= 0;
                end
            else if (wb_cti_i == 3'b111)
                begin
                    if (!wb_ack_o_r)
                        wb_ack_o_r <= wb_stb_i;
                    else
                        wb_ack_o_r <= 0;
                end
            end  
        else
            wb_ack_o_r <= 0;
    assign addr_err = wb_cyc_i & wb_stb_i & (|wb_adr_i[aw-1-4:mem_adr_width]);  
    assign wb_err_o = wb_ack_o_r & wb_stb_i & 
                      (burst_access_wrong_wb_adr | addr_err);
endmodule  
==> run.sh <==
#!/bin/bash
# OpenROAD 26Q1-2900-gdf79404cd8, Yosys 0.63+post, stock flow scripts
make -C /OpenROAD-flow-scripts/flow DESIGN_CONFIG=/design/flow/config.mk WORK_HOME=/design/flow/orfs finish
==> results.txt <==
Top Layout Cells: edfxtp_1, nand2_1, a21oi_1
Total chip power: 1450 µW
Worst hold path type: reg2reg
Ys cells: 23.0k
Final setup vio count: 0
Dominant cell area share: 0.759
Period Utilization, post-route: 0.405
EDFF count, synth: 8192
Std-Cell Rows: 381
Startpoint types: primary input
Die Y-Extent: 1040 µm
Mapped Cells: 23.0k
Residual DRC: 0
Vias per std cell: 5.37
Total gr overflow: 0
Sequential power share: 0.460
Post-CTS Setup Inserts: 0
Placed Area: 0.350 mm²
Crit path kind: in2out
Clk_skew: 0.0908 ns
Ys async rst share: 0
Largest net degree at the start of global routing: 126
Clock latency on the worst-skew pair: 1.11 ns
Clock transition at path regs: 0.06 ns
Sum Neg Setup Slack: 0 ns
Top area cell types: edfxtp_1, nand2_1, a21oi_1, a22oi_1, mux2i_1
Final instance area: 0.376 mm²
Initial DRC Count: 16.2k
Leakage power: 0.129 µW
Peak VDD IR: 5.26 µV
Switching share of total power: 0.322
DRT antenna net count: 1
Setup crit end kind: output pin
Count of unclocked register or latch pins: 8
Slew margin rel.: 0.0571
Req. time, crit path: 530.80 ns
CTS resizes: 0
Synthesized area: 0.324 mm²
Pint: 985 µW
Least-Margin Pin Slew: 1.41 ns
Fin Hold WS: 0.503 ns
CTS Root Cell: clkbuf_16
Cell Type Count: 88
Htree depth: 6
Share of cells above drive strength 1: 0.114
Run status: finished, violations left
RSZ-0062 raised after global routing: false
CTS buffer count: 789
Syn Area/Cell: 14.1 µm²
Arr. time, crit path: 136.16 ns
Hold_buf cts: 0
Vias: 209k
Commonest flop: edfxtp_1
Endpoints left unconstrained: 8
Tool Warnings: 139
Area delta synth->final: 15.9%
Post-route minimum period: 268.86 ns
Synth area leader: edfxtp_1
Failing checks: antenna violations
CTS tree: done
GPL Wtd Cong: 0.951
Initial antenna violation count: 126
Max_cap viols: 0
Final hold violation count: 0
Chip area line of the yosys report: 0.324 mm²
WL/cell: 31.1 µm
Fin. max-slew vios: 0
Total Routing Usage GR: 0.234
Crit Path Max Fanout: 10
Setup WS post-layout: 394.64 ns
Ys flops: 8253
Switching pwr: 469 µW
Commonest Layout Cell: edfxtp_1
Die width: 1040 µm
DP Wirelength: 725000 µm
Setup slack at placement: 394.67 ns
Synthesis Warnings: 3
F_max: 0.00372 GHz
Die area: 1.08 mm²
Fp util: 0.301
Drt total wl: 1210000 µm
PwrDens: 3.87 mW/mm²
First-pass GRT wire length: 1650000 µm
Vias in the first global route: 213k
Combinational Power Share: 0.235
Io pins: 335
Bufs on Longest Clock Path: 5
Port Buffers: 313
Clk pwr share: 0.305
Core area: 1.08 mm²
First drt pass iteration count: 8
-- critical path, stage by stage --
cell	delay (ns)
clkdlybuf4s50_1	0.56
nand3b_1	0.14
a21o_1	0.37
nor2_1	0.77
o221ai_1	0.46
nand4_1	0.63
nor2_1	0.09
clkdlybuf4s50_1	0.42
-- Yosys cell counts (8+ instances only) --
cell type  number
mux2i_1       614
nand3_1       814
nand2b_1        9
a32o_1         46
buf_1         194
a31oi_1       297
a311oi_1       47
o211ai_1       12
nand3b_1       10
a22o_1         39
dfxtp_1        53
mux2_2         45
o2111ai_1      19
inv_1          14
nand2_1      5564
o21ai_1         9
a221o_1        10
a41oi_1         8
edfxtp_1     8192
a21oi_1      2322
nor2b_1         8
o221ai_1       29
or3_1          17
a21o_1         17
a22oi_1       833
buf_4         156
a2111oi_0      21
o22ai_1       424
a211oi_1       89
xnor2_1         8
clkbuf_1      275
o21ai_0       138
a32oi_1       403
nor2_1        424
a221oi_1      106
or4_1          24
o31ai_1        14
dlxtn_1         8
buf_2        1010
nand4_1        60
nor3_1        125
and3_1        227
nor4_1        144
and2_1         10
-- final cells by class --
| class | instances | area (µm²) |
|---|---|---|
| Tap cell | 14400 | 18000 |
| Clock inverter | 452 | 4120 |
| Fill cell | 100000 | 701000 |
| Sequential cell | 8253 | 247000 |
| Clock buffer | 963 | 20800 |
| Inverter | 14 | 52.6 |
| Multi-Input combinational cell | 13100 | 72000 |
| Antenna cell | 261 | 653 |
| Timing Repair Buffer | 1547 | 12800 |
-- metrics by stage --
step                cells   util
floorplan           23000      -
global placement    37300  0.325
detailed placement  37300  0.325
CTS                 38700  0.348
global route        38900  0.349
finish              39000  0.349
-- power groups by stage --
| stage | Clock, µW | Combinational [µW] | Sequential, µW |
|---|---|---|---|
| after CTS | 447 | 332 | 668 |
| after global routing | 465 | 358 | 668 |
| final | 444 | 341 | 668 |
-- state kept, by name, indices dropped and copies added, names as in the netlist --
| register | cells |
|---|---|
| input_select | 3 |
| last_selected | 3 |
| ram_wb_b3_0.adr_r | 8 |
| ram_wb_b3_0.burst_adr_counter | 8 |
| ram_wb_b3_0.mem | 8192 |
| ram_wb_b3_0.wb_ack_o_r | 1 |
| ram_wb_b3_0.wb_b3_trans | 1 |
| ram_wb_b3_0.wb_bte_i_r | 2 |
| ram_wb_b3_0.wb_cti_i_r | 3 |
| ram_wb_b3_0.wb_dat_o_r | 32 |
-- worst paths after layout --
path                     from                         end  slack (ns)  cells after the start
max reg2reg   input_select[1]  ram_wb_b3_0.wb_dat_o_r[17]      653.14                     21
min          last_selected[2]            last_selected[2]        0.50                      2
min reg2reg  last_selected[2]            last_selected[2]        0.50                      2
max                wbm0_cyc_i                  wbm1_ack_o      394.64                      8
-- per-layer routing --
layer / track usage / part of all wire / vias up
li1: - / - / 88900
met1: 0.209 / 0.27 / 101000
met2: 0.314 / 0.42 / 16000
met3: 0.229 / 0.22 / 3429
met4: 0.153 / 0.083 / 208
met5: 0.0679 / 0.0077 / -
-- cell families (layout without fill, tap and decap cells) --
group | after synthesis | in the layout | synth area share
other | 1 | 264 | 0.0000116
XOR/XNOR | 15 | 15 | 0.000405
adder cells (fa/ha/maj) | 4 | 4 | 0.000154
multiplexers | 659 | 659 | 0.0205
latches | 8 | 8 | 0.000371
AND/OR/NAND/NOR | 7467 | 7467 | 0.0946
flip-flops | 8245 | 8245 | 0.762
buffers and inverters | 1656 | 2976 | 0.0251
AND-OR/OR-AND | 4953 | 4953 | 0.0964
Power and IR drop assume default switching activity.
